==> ./design.v <==
`timescale 1ns / 1ps
module lcd1(
 input clk, 
 input rst_n,
 output reg SW1,
 output lcd_p,
 output lcd_n,
 output reg lcd_rs,
 output lcd_rw,
 output reg lcd_en,
 output reg[7:0] lcd_data
 );
 parameter Mode_Set =8'h38,
 Cursor_Set=8'h0c,
 Address_Set =8'hFF,
 Clear_Set =8'h01;
 wire [7:0] data0,data1; 
 wire [7:0] addr; 
 reg[31:0]cnt1;
 reg[7:0]data_r0,data_r1;
 always@(posedge clk or posedge rst_n)
 begin
 if(rst_n)
 begin
 cnt1<=1'b0;
 data_r0<=1'b0;
 data_r1<=1'b0;
 end
 else if(cnt1==32'd50000000)
 begin
 if(data_r0==8'd9)
 begin
 data_r0<=1'b0;
 if(data_r1==8'd9)
 data_r1<=1'b0;
 else
 data_r1<=data_r1+1'b1;
 end
 else
 data_r0<=data_r0+1'b1;
 cnt1<=1'b0;
 end
 else
 cnt1<=cnt1+1'b1;
 end
 assign data0=8'h30+data_r0;
 assign data1=8'h30+data_r1;
 assign addr =8'h80;
 reg [31:0]cnt;
 reg lcd_clk_en;
 always@(posedge clk or posedge rst_n)
 begin
 if(rst_n)
 begin
 cnt<=1'b0;
 lcd_clk_en<=1'b0;
 end
 else if(cnt ==32'h24999) 
 begin
 lcd_clk_en<=1'b1;
 cnt<=1'b0;
 end
 else
 begin
 cnt<=cnt+1'b1;
 lcd_clk_en<=1'b0;
 end
 end
 reg[6:0]state;
 always@(posedge clk)
 begin
 if(rst_n)
 begin
 state<=1'b0;
 lcd_rs<=1'b0;
 lcd_en<=1'b0;
 lcd_data<=1'b0;
 SW1<=!SW1;
 end
 else if(lcd_clk_en==1&&SW1==1)
 begin
 case(state)
7'd0:begin
lcd_rs<=1'b0;
lcd_en<=1'b1;
lcd_data<=Mode_Set;
state<=state+1'b1;
end
7'd1:begin
lcd_en<=1'b0;
state<=state+1'b1;
end
7'd2:begin
lcd_rs<=1'b0;
lcd_en<=1'b1;
lcd_data<=Cursor_Set;
state<=state+1'b1;
end
7'd3:begin
lcd_en<=1'b0;
state<=state+1'b1;
end
7'd4:begin
lcd_rs<=1'b0;
lcd_en<=1'b1;
lcd_data<=Address_Set;
state<=state+1'b1;
end
7'd5:begin
lcd_en<=1'b0;
state<=state+1'b1;
end
7'd6:begin
lcd_rs<=1'b0;
lcd_en<=1'b1;
lcd_data<=Clear_Set;
state<=state+1'b1;
end
7'd7:begin
lcd_en<=1'b0;
state<=state+1'b1;
end
7'd8:begin
lcd_rs<=1'b0;
lcd_en<=1'b1;
lcd_data<=addr;  
state<=state+1'b1;
end
7'd9:begin
lcd_en<=1'b0;
state<=state+1'b1;
end
 7'd10:begin
 lcd_rs<=1'b1;
 lcd_en<=1'b1;
 lcd_data<="C"; 
 state<=state+1'b1;
 end
 7'd11:begin
 lcd_en<=1'b0;
 state<=state+1'b1;
 end
 7'd12:begin
 lcd_rs<=1'b1;
 lcd_en<=1'b1;
 lcd_data<="n"; 
 state<=state +1'b1;
 end
 7'd13:begin
 lcd_en<=1'b0;
 state<=state+1'b1;
 end
 7'd14:begin
 lcd_rs<=1'b1;
 lcd_en<=1'b1;
 lcd_data<="t"; 
 state<=state +1'b1;
 end
 7'd15:begin
 lcd_en<=1'b0;
 state<=state+1'b1;
 end
 7'd16:begin
 lcd_rs<=1'b1;
 lcd_en<=1'b1;
 lcd_data<=":";
 state<=state+1'b1;
 end
 7'd17:begin
 lcd_en<=1'b0;
 state<=state+1'b1;
 end
 7'd18:begin
 lcd_rs<=1'b1;
 lcd_en<=1'b1;
 lcd_data<=data1; 
 state<=state+1'b1;
 end
 7'd19:begin
 lcd_en<=1'b0;
 state<=state+1'b1;
 end
 7'd20:begin
 lcd_rs<=1'b1;
 lcd_en<=1'b1;
 lcd_data<=data0; 
 state<=state+1'b1;
 end
 7'd21:
 begin
 lcd_en<=1'b0;
 state<=7'd8;
 end
 default:state <=7'bxxxxxxx;
 endcase
 end
 else if(lcd_clk_en==1&&SW1==0)
 begin
 case(state)
7'd0:begin
lcd_rs<=1'b0;
lcd_en<=1'b1;
lcd_data<=Mode_Set;
state<=state+1'b1;
end
7'd1:begin
lcd_en<=1'b0;
state<=state+1'b1;
end
7'd2:begin
lcd_rs<=1'b0;
lcd_en<=1'b1;
lcd_data<=Cursor_Set;
state<=state+1'b1;
end
7'd3:begin
lcd_en<=1'b0;
state<=state+1'b1;
end
7'd4:begin
lcd_rs<=1'b0;
lcd_en<=1'b1;
lcd_data<=Address_Set;
state<=state+1'b1;
end
7'd5:begin
lcd_en<=1'b0;
state<=state+1'b1;
end
7'd6:begin
lcd_rs<=1'b0;
lcd_en<=1'b1;
lcd_data<=Clear_Set;
state<=state+1'b1;
end
7'd7:begin
lcd_en<=1'b0;
state<=state+1'b1;
end
7'd8:begin
lcd_rs<=1'b0;
lcd_en<=1'b1;
lcd_data<=addr;  
state<=state+1'b1;
end
7'd9:begin
lcd_en<=1'b0;
state<=state+1'b1;
end
 7'd10:begin
 lcd_rs<=1'b1;
 lcd_en<=1'b1;
 lcd_data<="2"; 
 state<=state+1'b1;
 end
 7'd11:begin
 lcd_en<=1'b0;
 state<=state+1'b1;
 end
 7'd12:begin
 lcd_rs<=1'b1;
 lcd_en<=1'b1;
 lcd_data<="0"; 
 state<=state +1'b1;
 end
 7'd13:begin
 lcd_en<=1'b0;
 state<=state+1'b1;
 end
 7'd14:begin
 lcd_rs<=1'b1;
 lcd_en<=1'b1;
 lcd_data<="1"; 
 state<=state +1'b1;
 end
 7'd15:begin
 lcd_en<=1'b0;
 state<=state+1'b1;
 end
 7'd16:begin
 lcd_rs<=1'b1;
 lcd_en<=1'b1;
 lcd_data<="2";
 state<=state+1'b1;
 end
 7'd17:begin
 lcd_en<=1'b0;
 state<=state+1'b1;
 end
 7'd18:begin
 lcd_rs<=1'b1;
 lcd_en<=1'b1;
 lcd_data<="0"; 
 state<=state+1'b1;
 end
 7'd19:begin
 lcd_en<=1'b0;
 state<=state+1'b1;
 end
 7'd20:begin
 lcd_rs<=1'b1;
 lcd_en<=1'b1;
 lcd_data<="2"; 
 state<=state+1'b1;
 end
 7'd21:begin
 lcd_en<=1'b0;
 state<=state+1'b1;
 end
 7'd22:begin
 lcd_rs<=1'b1;
 lcd_en<=1'b1;
 lcd_data<="0"; 
 state<=state+1'b1;
 end
 7'd23:begin
 lcd_en<=1'b0;
 state<=state+1'b1;
 end
 7'd24:begin
 lcd_rs<=1'b1;
 lcd_en<=1'b1;
 lcd_data<="2"; 
 state<=state+1'b1;
 end
 7'd25:begin
 lcd_en<=1'b0;
 state<=state+1'b1;
 end
 7'd26:begin
 lcd_rs<=1'b1;
 lcd_en<=1'b1;
 lcd_data<="0"; 
 state<=state+1'b1;
 end
 7'd27:begin
 lcd_en<=1'b0;
 state<=state+1'b1;
 end
 7'd28:begin
 lcd_rs<=1'b1;
 lcd_en<=1'b1;
 lcd_data<="1"; 
 state<=state+1'b1;
 end
 7'd29:begin
 lcd_en<=1'b0;
 state<=state+1'b1;
 end
 7'd30:begin
 lcd_rs<=1'b1;
 lcd_en<=1'b1;
 lcd_data<="0"; 
 state<=state+1'b1;
 end
 7'd31:begin
 lcd_en<=1'b0;
 state<=state+1'b1;
 end
 7'd32:begin
 lcd_rs<=1'b1;
 lcd_en<=1'b1;
 lcd_data<="9"; 
 state<=state+1'b1;
 end
 7'd33:begin
 lcd_en<=1'b0;
 state<=state+1'b1;
 end
 7'd34:begin
 lcd_rs<=1'b1;
 lcd_en<=1'b1;
 lcd_data<="H"; 
 state<=state+1'b1;
 end
 7'd35:begin
 lcd_en<=1'b0;
 state<=state+1'b1;
 end
 7'd36:begin
 lcd_rs<=1'b1;
 lcd_en<=1'b1;
 lcd_data<="F"; 
 state<=state+1'b1;
 end
 7'd37:begin
 lcd_en<=1'b0;
 state<=state+1'b1;
 end
 7'd38:begin
 lcd_rs<=1'b1;
 lcd_en<=1'b1;
 lcd_data<="B"; 
 state<=state+1'b1;
 end
 7'd39:begin
 lcd_en<=1'b0;
 state<=7'd8;
 end
 default:state <=7'bxxxxxxx;
 endcase
 end
 end
 assign lcd_rw=1'b0; 
 assign lcd_n=1'b0;
 assign lcd_p=1'b1;
 endmodule
==> ./run.sh <==
#!/bin/bash
# OpenROAD 26Q1-2900-gdf79404cd8, Yosys 0.63+post, stock flow scripts
make -C /OpenROAD-flow-scripts/flow DESIGN_CONFIG=/design/flow/config.mk WORK_HOME=/design/flow/orfs finish
==> ./config.mk <==
export PLATFORM = sky130hd
export DESIGN_NAME = lcd1
export DESIGN_NICKNAME = lcd1
export VERILOG_FILES = /design/flow/design.v
export SDC_FILE = /design/flow/constraint.sdc
export NUM_CORES = 4
export LEC_CHECK = 1
export CORE_UTILIZATION = 50
==> ./constraint.sdc <==
current_design lcd1

set clk_period 4.4
set clk_io_pct 0.2

create_clock -name clk0 -period $clk_period [get_ports {clk}]

set non_clock_inputs [all_inputs -no_clocks]
set_input_delay [expr $clk_period * $clk_io_pct] -clock clk0 $non_clock_inputs
set_output_delay [expr $clk_period * $clk_io_pct] -clock clk0 [all_outputs]
==> impl_metrics.py <==
# Flow results
metrics = {
    "yosys": {
        "postSynthAreaPerCell_sq_um": 9.57,
        "mappedNetlistArea_sq_um": 5550,
        "synthesized_chip_area_reported_by_yosys_sq_um": 5550,
        "synth_async_sr_flop_share": 0.818,
        "number_of_flops_mapped_to_enable_cells_by_yosys": 1,
        "top_flip_flop_cell_by_instance_count_after_synthesis": "sky130_fd_sc_hd__dfrtp_1",
        "synth_sequential_area_ratio": 0.432,
        "yosys_warning_total": 1,
        "mapped_cells": 580,
        "synth_stat.cells": 580,
        "post_synth_num_cell_types": 71,
        "yosys_register_bits": 99,
    },
    "placed_design": {
        "place.detailed.hpwl_mm": 7.66,
        "buffer_ports.inserted": 12,
        "pre_cts_ws_ns": 1.12,
        "gpl.final_weighted_congestion": 0.874,
        "numPlacedInstances": 711,
    },
    "power": {
        "sw_frac_of_total": 0.219,
        "power.switching_w": 0.000335,
        "cell_internal_power_w": 0.00119,
        "power.share.clock": 0.391,
        "power_leakage_nw": 2.49,
        "worst_ir_drop_vdd_mv": 0.245,
        "comb_power_share": 0.013,
        "power.share.sequential": 0.596,
        "power.density_cell_area_nw_per_um2": 257,
    },
    "final_layout": {
        "layout_top_cells": "81 x sky130_fd_sc_hd__dfrtp_1, 58 x sky130_fd_sc_hd__nor2_1, 54 x sky130_fd_sc_hd__xnor2_1",
        "final_common_cell": "sky130_fd_sc_hd__dfrtp_1",
        "drive_above_1_share": 0.0664,
        "layout.filler_cells": 962,
        "syn_to_final_growth_pct": 7.01,
        "finish.cell_count_without_fillers": 727,
    },
    "drt": {
        "antenna-diode-count": 0,
        "first_iter_violations": 180,
        "post_drt_via_cell_ratio": 5.72,
        "wl_per_cell_microns": 15.3,
        "firstDrtPassIters": 4,
        "routed-via-count": 4158,
        "postRouteWirelength_mm": 11.1,
        "drtAntennaViolNets": 0,
        "drc_errors": 0,
    },
    "clock_tree": {
        "cts_buffers": 9,
        "clock_sinks": 99,
        "path_clk_slew_ns": 0.09,
        "cts_tree": "yes",
        "cts_hold_buf": 0,
        "clock_latency_on_the_worst_skew_pair_ns": 0.38,
        "buffers_inserted_by_post_cts_timing_repair": 0,
        "ctsRootBufferMaster": "sky130_fd_sc_hd__clkbuf_8",
        "cts-resized-gates": 0,
        "h_tree_depth": 3,
        "clockBufferDepth": 2,
    },
    "setup_path": {
        "critical_path.cell_chain": "inv_1 > ha_1 > or4b_1 > nor2_2 > mux2i_1 > ha_1 > nor4b_1 > o21ai_0 > o21a_1 > o311ai_0 > a22o_1",
        "worstRegToRegCells": 11,
        "crit_path_from": "state[0]$_SDFFE_PP0P_",
        "cpMaxStageDelayCell": "sky130_fd_sc_hd__or4b_1",
        "crit_required_ns": 4.72,
        "worstSetupStartpointType": "flop",
        "kind_of_end_point_of_the_critical_path": "flop",
        "crit-reg2reg-capture": "lcd_data[5]$_SDFFE_PP0P_",
        "largest_fanout_of_any_net_on_the_critical_path": 17,
        "path_class": "reg -> reg",
        "critical_path.most_common_cell": "sky130_fd_sc_hd__ha_1",
        "ff2ff_setup_slack_ns": 1.08,
        "rr_startpoint": "state[0]$_SDFFE_PP0P_",
        "worst-endpoint-arrival_ns": 3.64,
        "slowest_delay_ns": 0.55,
    },
    "die": {
        "floorplan.die.width_microns": 107,
        "die-height_microns": 107,
        "core_area_sq_um": 10800,
        "floorplan.core_util": 0.512,
        "placementRows": 38,
        "die_area_sq_um": 11500,
        "io_pins": 16,
    },
    "job": {
        "openroad.warnings": 32,
        "timing.max_cap.violations": 0,
    },
    "hold_path": {
        "hold_path_end": "lcd_data[4]$_SDFFE_PP0P_",
        "timing.hold.worst.start": "lcd_data[4]$_SDFFE_PP0P_",
        "hold_critical_path_depth": 1,
        "hp-class": "reg -> reg",
    },
    "global_route": {
        "grt_pass1_wl_mm": 19.5,
        "global_route.usage.total": 0.219,
        "grt_start_max_net_pins": 47,
        "globalRoute.totalOverflow": 0,
        "grt_pass1_vias": 3908,
        "antenna_violations_before_repair": 0,
    },
    "sta": {
        "timing_worst_slew_pin_value_ns": 0.824,
        "grt_setup_unrepaired": "false",
        "hold_viol": 0,
        "timing.clock.skew_ns": 0.0135,
        "fin_crit_sh": 0.754,
        "relSlewSlack": 0.450,
        "finalSetupTns_ns": 0,
        "final-setup-viol-count": 0,
        "min_period_ns": 3.32,
        "fin_ws_ns": 1.08,
        "maxClockFrequency_mhz": 301,
        "drv_slew": 0,
    },
    "run_status": {
        "outcome": "complete, no violations",
    },
}
[critical path, delay by kind of cell (launching register included)]
kind	cells	cell delay (ns)
flip-flops	1	0.37
multiplexers	1	0.23
buffers and inverters	1	0.10
AND/OR/NAND/NOR	3	1.05
AND-OR/OR-AND	4	0.73
adder cells (fa/ha/maj)	2	0.78
[Yosys cell counts (all sizes together), types with 17 or more instances]
cell type	count	share of area
nand3	25	0.023
o21ai	31	0.028
xor2	21	0.033
nor2	59	0.040
and3	18	0.020
dfxtp	17	0.061
dfrtp	81	0.37
nand2	50	0.034
xnor2	54	0.085
nand4	23	0.029
buf	21	0.022
[logic make-up after synthesis]
kind of cell	share of synthesized area
adder cells (fa/ha/maj)	0.0293
flip-flops	0.432
AND-OR/OR-AND	0.105
buffers and inverters	0.0345
multiplexers	0.0153
XOR/XNOR	0.118
other	0.00135
AND/OR/NAND/NOR	0.265
[sequential cells by signal, summed over array words and instances, names as in the netlist]
name and flops:
lcd_clk_en 1, SW1 1, lcd_rs 1, state 7, data_r1 8, cnt1 32, cnt 32, lcd_data 8
lcd_en 1, data_r0 8
[final cells by class]
cell class	count	area, sq um	area share
Multi-Input combinational cell	443	2970	0.499
Sequential cell	99	2400	0.403
Tap cell	140	175	0.0295
Timing Repair Buffer	16	150	0.0253
Clock buffer	11	141	0.0238
Clock inverter	5	60.1	0.0101
Inverter	13	50.0	0.00842
[through the flow]
stage / util / power, W / hold WS [ns] / cell area (sq um)
2_1_floorplan: - / 0.000942 / 0.426 / 5560
3_3_place_gp: 0.530 / 0.000949 / 0.465 / 5740
3_5_place_dp: 0.530 / 0.000949 / 0.466 / 5740
4_1_cts: 0.548 / 0.00155 / 0.487 / 5940
5_1_grt: 0.548 / 0.00159 / 0.500 / 5940
6_report: 0.548 / 0.00153 / 0.483 / 5940
[how the worst max path moves through the flow]
stage | slack (ns) | cells past startpoint | end
4_1_cts | 1.10 | 11 | lcd_data[5]$_SDFFE_PP0P_
5_1_grt | 0.72 | 11 | lcd_data[5]$_SDFFE_PP0P_
6_report | 1.08 | 11 | lcd_data[5]$_SDFFE_PP0P_
[metal layers]
layer / GRT usage / share of wire
met1: 0.352 / 0.49
met2: 0.329 / 0.45
met3: 0.0401 / 0.036
met4: 0.0362 / 0.019
met5: 0 / 0
[power groups by stage]
stage,registers [W],logic [W],clock network (W)
CTS,0.000909,0.0000216,0.000623
global route,0.000910,0.0000242,0.000658
finish,0.000909,0.0000201,0.000598
Power figures rest on the tool's default switching activity, not on a simulated workload.
